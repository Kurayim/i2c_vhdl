==> design.v <==
`timescale 1ns / 1ps
module crc_8(
    input  wire clk,
    input  wire rst,
    input  wire run,
    input  wire [7:0] data_in,
    output reg  ready,
    output reg  [7:0] crc
    );
    parameter IDLE = 2'b00, XOR_ASS = 2'b01, CAL_CRC = 2'b10 ,END = 2'b11;
    parameter BITS = 8;
    parameter POLY = 8'h31;
    reg[7:0] val = 8'hff;
    reg[7:0] num = 0;
    reg[1:0] state   = IDLE;
    reg old_run      = 0;
    always@(posedge clk)begin
        old_run <= run;
        if(rst == 0)begin
            val   <= 8'hff;
            num   <= 8'h00;
            state <= XOR_ASS;
            ready <= 0;
        end
        else begin
            case(state)
                IDLE:begin
                    val   <= 8'hff;
                    num   <= 8'h00;
                    state <= XOR_ASS;
                    ready <= 0;
                end
                XOR_ASS:begin
                    if(old_run == 0 & run == 1)begin
                        val   <= val ^ data_in;
                        state <= CAL_CRC;
                        ready <= 0;
                        num   <= 0;
                    end
                end
                CAL_CRC:begin
                    num <= num + 1;
                    if(num <= 7)begin
                        val <= {val[BITS-2:0], 1'b0} ^ (val[BITS-1] ? POLY : 0);
                    end
                    else begin
                        state <= END;
                        crc <= val;
                    end
                end
                END:begin
                    ready <= 1;
                    state <= XOR_ASS;
                end
                default: state <= IDLE;
            endcase
        end
    end
endmodule
==> run.sh <==
#!/bin/bash
# OpenROAD 26Q1-2900-gdf79404cd8, Yosys 0.63+post, stock flow scripts
make -C /OpenROAD-flow-scripts/flow DESIGN_CONFIG=/design/flow/config.mk WORK_HOME=/design/flow/orfs finish
==> config.mk <==
export PLATFORM = sky130hd
export DESIGN_NAME = crc_8
export DESIGN_NICKNAME = crc_8
export VERILOG_FILES = /design/flow/design.v
export SDC_FILE = /design/flow/constraint.sdc
export NUM_CORES = 4
export LEC_CHECK = 1
export CORE_UTILIZATION = 30
==> constraint.sdc <==
current_design crc_8

set clk_period 3.8
set clk_io_pct 0.2

create_clock -name clk0 -period $clk_period [get_ports {clk}]

set non_clock_inputs [all_inputs -no_clocks]
set_input_delay [expr $clk_period * $clk_io_pct] -clock clk0 $non_clock_inputs
set_output_delay [expr $clk_period * $clk_io_pct] -clock clk0 [all_outputs]
==> results_dict.tcl <==
# yosys + openroad results
set metrics [dict create \
    outcome "finished clean" \
    syn_area_um2 1400 \
    antenna_found_initial 0 \
    lay_top_count "dfxtp_1" \
    rsz0062_at_grt "no" \
    maxCapViolCount 0 \
    clk_latency_ns 0.27 \
    critPathKind "primary input to flop" \
    crit_required_ns 3.72 \
    cpPeakStageDelay_ns 0.57 \
    wire_per_inst_um 12.4 \
    edf_count 8 \
    core_area_um2 4410 \
    placed_cells 190 \
    antenna_left 0 \
    drc_errors 0 \
    clockBufferDepth 2 \
    finalCriticalPeriod_ns 2.20 \
    path_cells "clkdlybuf4s50_1, inv_1, nor2_1" \
    numCtsBuffers 3 \
    internal_power_mw 0.673 \
    seqPwrFrac 0.427 \
    setup_viol 0 \
    critical_path_arrival_ns 2.12 \
    first_global_vias 882 \
    port_buffers 19 \
    critical_path_peak_fanout 11 \
    clk_pin_slew_ns 0.10 \
    ys_seq_share 0.457 \
    lay_top_cells "20 x dfxtp_1, 19 x clkdlybuf4s50_1, 16 x nor2_1" \
    cp_num_buf_inv 2 \
    endpoint_kind "flop" \
    dieHeight_um 70.3 \
    relSlewSlack 0.550 \
    first_pass_iters 3 \
    core_util_floorplan 0.317 \
    critPathSlowestCell "nor2_1" \
    cp_top_family "buffers and inverters" \
    via_count 944 \
    max_slew.worst_pin.slew_ns 0.675 \
    grtUsageTotal 0.105 \
    finalPower_mw 1.02 \
    ys_cells 126 \
    yosys_area_um2 1400 \
    max_freq_ghz 0.454 \
    switching_power_mw 0.343 \
    n_antenna_cell 0 \
    die_w_um 70.3 \
    hpwl_um 1720 \
    start_kind "primary input" \
    peakVddDrop_mv 0.468 \
    io_pins 20 \
    yosys_warnings 1 \
    h-tree-depth 1 \
    grt_pass1_wl_um 4110 \
    clkSinkCount 28 \
    warnings 29 \
    gp_congestion 0.775 \
    cts_hold_buf 0 \
    area_delta_synth_final_pct 20.7 \
    final_cells 194 \
    netSwitchingFraction 0.338 \
    grt_max_degree 17 \
    finalWirelength_um 2410 \
    drive_above_1_share 0.113 \
    ys.flops 28 \
    post_cts_resized 0 \
    finalCritPeriodShare 0.579 \
    overflow 0 \
    hold_viol 0 \
    viasPerCell 4.87 \
    cts_setup_buffers 0 \
    ff_type "dfxtp_1" \
    synth_cells 126 \
    powerDensity_nw_per_um2 601 \
    synthArstFlopShare 0 \
    synth_cell_types 33 \
    hold_path.class "flop to flop" \
    cts_tree "built" \
    slew_violations 0 \
    initialDrtViolationCount 67 \
    dieArea_um2 4950 \
    p_leak_nw 0.614 \
    clkPwrFrac 0.231 \
    share_comb_of_total_power 0.342 \
    fin_skew_ns 0.00473 \
    synth.avg_cell_area_um2 11.1 \
    rows 24 \
    cts_root_buf "clkbuf_8" \
    tns_ns 0 \
]
==> sequential cells by signal, summed over array words and instances, names as in the netlist <==
register / flops
old_run: 1
crc: 8
state: 2
ready: 1
val: 8
num: 8
==> worst reg2reg max path, stage by stage (launching register included) <==
cell     delay [ns]
dfxtp_1        0.36
inv_1          0.11
ha_1           0.48
o41ai_4        0.20
nor2_1         0.53
==> power groups by stage <==
| stage | Sequential, mW | Clock [mW] | Combinational, mW |
|---|---|---|---|
| 4_1_cts | 0.433 | 0.240 | 0.349 |
| 5_1_grt | 0.443 | 0.252 | 0.382 |
| 6_report | 0.434 | 0.235 | 0.348 |
==> cells by family (layout without fill, tap and decap cells) <==
family / after synthesis / in the layout / share of synthesized area
simple gates: 30 / 30 / 0.103
compound gates: 20 / 20 / 0.147
xor+xnor: 16 / 16 / 0.100
mux: 13 / 13 / 0.0973
flops: 28 / 28 / 0.457
buf+inv: 13 / 29 / 0.0420
fa+ha+maj: 6 / 6 / 0.0536
==> per-stage QoR <==
step | hold WS [ns] | util | cell area, um^2 | setup WS, ns
floorplan | 0.406 | - | 1400 | 1.97
global placement | 0.485 | 0.367 | 1620 | 1.36
detailed placement | 0.487 | 0.367 | 1620 | 1.32
CTS | 0.511 | 0.383 | 1690 | 1.62
global route | 0.536 | 0.383 | 1690 | 1.50
finish | 0.512 | 0.383 | 1690 | 1.60
==> final timing paths <==
path | start | to | slack (ns) | cells past startpoint
max | rst | crc[1] | 1.60 | 3
min | ready | ready | 0.51 | 2
max reg2reg | state[0] | crc[1] | 1.77 | 4
min reg2reg | ready | ready | 0.51 | 2
==> layer usage <==
layer | GRT usage | vias to the layer above | share of wire
li1 | - | 481 | -
met1 | 0.145 | 443 | 0.49
met2 | 0.176 | 18 | 0.46
met3 | 0.0263 | 2 | 0.045
met4 | 0.00667 | 0 | 0.0066
met5 | 0 | - | 0
==> cell usage after synthesis (all sizes together), types with 2 or more instances <==
master | number | area [um^2]
buf | 3 | 20.0
a2111oi | 2 | 42.5
inv | 6 | 22.5
a211oi | 3 | 22.5
a21oi | 4 | 27.5
xnor2 | 6 | 52.6
nor2 | 17 | 66.3
mux2 | 2 | 26.3
mux2i | 11 | 110
clkbuf | 4 | 16.3
xor2 | 10 | 87.6
nand2b | 2 | 12.5
dfxtp | 20 | 400
edfxtp | 8 | 240
nand2 | 5 | 28.8
ha | 6 | 75.1
nand3 | 3 | 15.0
a221oi | 8 | 70.1
==> area by class of cell <==
type | count | area, um^2
fillers | 407 | 2720
multi-input cells | 85 | 702
flip-flops and latches | 28 | 641
repair buffers | 19 | 190
well taps | 52 | 65.1
clock buffers | 3 | 41.3
clock inverters | 1 | 30.0
inverters | 6 | 22.5
Power is estimated from default activity; no workload was simulated.
