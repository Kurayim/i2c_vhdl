[design.v]
module transmitter(
           input wire [7:0] din,
		   input wire wr_en,
		   input wire clk_50m,
		   output reg tx,
		   output reg tx_busy
		   );
parameter STATE_IDLE	= 2'b00;
parameter STATE_START	= 2'b01;
parameter STATE_DATA	= 2'b10;
parameter STATE_STOP	= 2'b11;
parameter  COUNT_CLK    = 434;   
reg [9:0] CounterCLK = 0;
reg [7:0] data = 8'h00;
reg [2:0] bitpos = 3'h0;
reg [1:0] state = STATE_IDLE;
reg StartTX = 0;
	always @(posedge clk_50m) begin
	    if(state == STATE_IDLE  && wr_en == 1'b1)
	        StartTX <= 1;
		if(state == STATE_START)
	        StartTX <= 0;
	end
	always @(posedge clk_50m) begin
		case (state)
	        STATE_IDLE: begin
	            tx <= 1'b1;
	            tx_busy <= 0;
	            if (StartTX) begin
	                state <= STATE_START;
	                data <= din;
	                bitpos <= 3'h0;
	                tx_busy <= 1;
	                CounterCLK <= 0;
	            end 
	        end
	        STATE_START: begin			
	            CounterCLK <= CounterCLK + 1'b1;
	            if(CounterCLK > COUNT_CLK)begin
	                tx <= 1'b0;
	                state <= STATE_DATA;
	                CounterCLK <= 0;
	            end
	        end
	        STATE_DATA: begin
	            CounterCLK <= CounterCLK + 1'b1;
	            if(CounterCLK > COUNT_CLK)begin
	                tx <= data[bitpos];
	                if (bitpos == 3'h7)begin
	                    state <= STATE_STOP;
	                end
	                else
	                    bitpos <= bitpos + 3'h1;
	                CounterCLK <= 0;
	            end
	        end
	        STATE_STOP: begin
	            CounterCLK <= CounterCLK + 1'b1;
	            if(CounterCLK > COUNT_CLK)begin
	                tx <= 1'b1;
	                state <= STATE_IDLE;
	                tx_busy <= 0;
	                CounterCLK <= 0;
	            end
	        end
	        default: begin
	            tx <= 1'b1;
	            state <= STATE_IDLE;
	            tx_busy <= 0;
	        end
		endcase
	end
endmodule
[run.sh]
#!/bin/bash
# OpenROAD 26Q1-2900-gdf79404cd8, Yosys 0.63+post, stock flow scripts
make -C /OpenROAD-flow-scripts/flow DESIGN_CONFIG=/design/flow/config.mk WORK_HOME=/design/flow/orfs finish
[config.mk]
export PLATFORM = sky130hd
export DESIGN_NAME = transmitter
export DESIGN_NICKNAME = transmitter
export VERILOG_FILES = /design/flow/design.v
export SDC_FILE = /design/flow/constraint.sdc
export NUM_CORES = 4
export LEC_CHECK = 1
export CORE_UTILIZATION = 30
[constraint.sdc]
current_design transmitter

set clk_period 2.8
set clk_io_pct 0.2

create_clock -name clk0 -period $clk_period [get_ports {clk_50m}]

set non_clock_inputs [all_inputs -no_clocks]
set_input_delay [expr $clk_period * $clk_io_pct] -clock clk0 $non_clock_inputs
set_output_delay [expr $clk_period * $clk_io_pct] -clock clk0 [all_outputs]
==> impl_metrics.csv <==
group,metric,value,unit
timing,min_period,2.04,ns
timing,fmax,490,MHz
grt,grt_pass1_wl,3.31,mm
detailed_routing,first_iter_violations,48,
clock_network,cts-resized-gates,0,
yosys,netlist_instances,96,
detailed_routing,wirelength,1.88,mm
yosys,ys_ff,26,
floorplan,die_w,67.1,µm
status,outcome,"completed",
floorplan,ios,12,
clock_network,cts_tree,"built",
job,warnings,30,
detailed_routing,num_antenna_cells,0,
finish,layout.cells.most_common_list,"edfxtp_1 (25), nor2_1 (17), clkdlybuf4s50_1 (11), ha_1 (9)",
finish,mostFrequentLayoutCell,"edfxtp_1",
detailed_routing,drc,0,
clock_network,clk_latency,0.27,ns
pwr,p_per_area,1110,mW/mm²
hold_path,hold_path.class,"flip-flop to flip-flop",
floorplan,die_height,67.1,µm
floorplan,die_area,0.00450,mm²
detailed_routing,wl_per_cell,11.6,µm
worst_setup_path,crit_chain,"inv_1 -> ha_1 -> nand2b_1 -> a211o_1 -> a21o_1 -> a211oi_1",
placement,gp_congestion,0.773,
placement,dp_hpwl,1.40,mm
yosys,ys_area,0.00127,mm²
worst_setup_path,required,2.72,ns
worst_setup_path,worstSetupEndpointType,"flip-flop",
clock_network,cts_hold_buffers,0,
yosys,ys_types,26,
yosys,yosysCellCount,96,
clock_network,path_clk_slew,0.09,ns
worst_setup_path,cpPeakStageDelay,0.45,ns
timing,fin_setup_tns,0,ns
job,drv_cap,0,
worst_setup_path,crit_fanout,4,
worst_setup_path,critPathLaunchType,"flip-flop",
placement,post-place-ws,0.729,ns
timing,rsz0062_at_grt,"no",
yosys,ys_async_sr_fraction,0,
timing,postLayoutSetupSlackWorst,0.760,ns
detailed_routing,viasPerCell,4.42,
yosys,syn_avg_cell_area,13.2,µm²
pwr,power,1.69,mW
detailed_routing,vias,716,
grt,first_global_vias,728,
grt,grtUsageTotal,0.101,
clock_network,post_cts_buffers,0,
clock_network,h-tree-depth,1,
timing,hold_violations,0,
yosys,yosysWarnings,1,
grt,overflow,0,
finish,syn_to_final_growth,19.8,%
detailed_routing,ant_nets,0,
finish,drive_above_1_share,0.0804,
timing,fin_skew,0.00387,ns
clock_network,cts_root_buf,"clkbuf_8",
floorplan,initCoreUtil,0.315,
floorplan,rows,23,
pwr,peakVddDrop,0.297,mV
timing,hold_ws,0.557,ns
yosys,ff_type,"edfxtp_1",
clock_network,clock-sinks,26,
worst_setup_path,critical_path_class,"flip-flop to flip-flop",
timing,finalSetupViolCount,0,
timing,period_used_share,0.729,
worst_setup_path,arrival,1.96,ns
timing,slew_viol_final,0,
detailed_routing,dr.pass1.iters,4,
clock_network,cts_made_buffers,3,
pwr,p_leak,0.568,nW
yosys,syn_area,0.00127,mm²
clock_network,clockBufferDepth,2,
grt,grt_max_degree,16,
placement,port_buffers,11,
yosys,ys_seq_frac,0.607,
grt,antenna_found_initial,0,
finish,fillers,384,
yosys,synth-edff-count,25,
floorplan,core_region_area,0.00403,mm²
worst_setup_path,cp_slowest_cell,"a211oi_1",
==> stage by stage <==
stage / util / area (µm²) / instances
global placement: 0.360 / 1450 / 158
finish: 0.378 / 1520 / 162
detailed placement: 0.360 / 1450 / 158
global route: 0.378 / 1520 / 162
CTS: 0.378 / 1520 / 162
floorplan: - / 1270 / 96
==> critical path, delay by kind of cell, from the launching register on <==
| family | cells | cell delay, ns |
|---|---|---|
| AOI/OAI and AO/OA | 3 | 0.93 |
| adders and majority gates | 1 | 0.18 |
| buffers and inverters | 1 | 0.06 |
| DFF | 1 | 0.40 |
| and+or+nand+nor | 1 | 0.13 |
==> worst paths after layout <==
path / to / from / depth (start not counted) / slack, ns
worst max-delay path: bitpos[2] / CounterCLK[0] / 6 / 0.76
worst min-delay path: StartTX / StartTX / 2 / 0.56
worst max register to register: bitpos[2] / CounterCLK[0] / 6 / 0.76
worst min register to register: StartTX / StartTX / 2 / 0.56
==> power by group <==
group	total [mW]	internal [mW]	switching [mW]
registers	0.788	0.671	0.118
clock network	0.307	0.191	0.116
logic	0.597	0.279	0.318
==> cell families after synthesis <==
logic type / count (synthesis) / share of synthesized area
simple gates: 35 / 0.136
flops: 26 / 0.607
fa+ha+maj: 9 / 0.0887
compound gates: 9 / 0.0512
xor+xnor: 7 / 0.0483
buf+inv: 5 / 0.0148
mux: 4 / 0.0512
other cells: 1 / 0.00295
==> metal layers <==
layer,track usage,share of wire
met1,0.166,0.51
met2,0.151,0.45
met3,0.0174,0.023
met4,0.0160,0.013
met5,0,0
==> sequential cells by signal, indices dropped and copies added, names as in the netlist <==
signal / count
StartTX: 1
tx_busy: 1
tx: 1
data: 8
state: 2
bitpos: 3
CounterCLK: 10
==> Yosys cell counts (all sizes together) (2+ instances only) <==
library cell,number,share of area
a21oi,4,0.016
and3,3,0.015
ha,9,0.089
nor2,17,0.050
mux4,2,0.035
xnor2,5,0.034
nand2,2,0.0059
xor2,2,0.014
mux2i,2,0.016
edfxtp,25,0.59
nand3,2,0.0079
nor2b,3,0.015
inv,5,0.015
and2,4,0.022
==> area by class of cell <==
cell class	count	area, µm²	area share
Timing Repair Buffer	12	118	0.0773
Tap cell	50	62.6	0.0411
Multi-Input combinational cell	65	480	0.316
Inverter	5	18.8	0.0123
Clock inverter	1	30.0	0.0197
Clock buffer	3	41.3	0.0271
Sequential cell	26	771	0.507
No activity file was given, so power comes from the tool's default toggle rates.
